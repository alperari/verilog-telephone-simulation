`run.sh`:
```
#!/bin/bash
# OpenROAD 26Q1-2900-gdf79404cd8, Yosys 0.63+post, stock flow scripts
make -C /OpenROAD-flow-scripts/flow DESIGN_CONFIG=/design/flow/config.mk WORK_HOME=/design/flow/orfs finish
```
`config.mk`:
```
export PLATFORM = sky130hd
export DESIGN_NAME = tele
export DESIGN_NICKNAME = tele
export VERILOG_FILES = /design/flow/design.v
export SDC_FILE = /design/flow/constraint.sdc
export NUM_CORES = 4
export LEC_CHECK = 1
export CORE_UTILIZATION = 30
```
`constraint.sdc`:
```
current_design tele

set clk_period 8.9
set clk_io_pct 0.2

create_clock -name clk0 -period $clk_period [get_ports {clk}]

set non_clock_inputs [all_inputs -no_clocks]
set_input_delay [expr $clk_period * $clk_io_pct] -clock clk0 $non_clock_inputs
set_output_delay [expr $clk_period * $clk_io_pct] -clock clk0 [all_outputs]
```
`design.v`:
```
`timescale 1ns / 1ps
`timescale 1ns / 1ps
module tele(
    input clk,
    input rst,
    input startCall,
    input answerCall,
    input endCallCaller,
    input endCallCallee,
    input sendCharCaller,
    input sendCharCallee,
    input [7:0] charSent,
    output reg [63:0] statusMsg,
    output reg [63:0] sentMsg,
	 output reg [31:0] cost
    );
parameter	IDLE 			= 3'b 000;
parameter	RINGING 		= 3'b 001;
parameter	REJECTED 	= 3'b 010;
parameter	CALLER_SEND = 3'b 011;
parameter	CALLEE_SEND = 3'b 100;
parameter	COST 			= 3'b 101;
reg [2:0] current_state = IDLE;							
reg [2:0] next_state = IDLE;
reg counter_enable = 0;
reg [5:0] counter = 0;
reg [1:0] constant = 0;
reg msg_enabler = 0;
always @(posedge clk or posedge rst)
begin
	if(rst)
		current_state <= IDLE;
	else
		current_state <= next_state;
end
always @(posedge clk)
begin
	if(counter_enable)
		counter <= counter + 1;
	else
		counter <= 0;
end
always @*
begin
	case(current_state)
	IDLE:
	begin
		counter_enable = 0;
		if(startCall)
			next_state = RINGING;
		else 
			next_state = IDLE;
	end
	RINGING:
	begin
		counter_enable = 1;
		if(endCallCaller | counter == 9)
		begin
			next_state = IDLE;
			counter_enable = 0;
		end
		else if(endCallCallee)
		begin
			next_state = REJECTED;
			counter_enable = 0;
		end
		else if(answerCall)
		begin
			next_state = CALLER_SEND;
			counter_enable = 0;
		end	
		else
		begin
			next_state = RINGING;
		end
	end
	REJECTED:
	begin
		counter_enable = 1;
		if(counter == 9)
			next_state = IDLE;
		else 
			next_state = REJECTED;
	end
	CALLER_SEND:
	begin
		if(endCallCallee | endCallCaller)
			next_state = COST;
		else if(sendCharCaller & charSent == 8'd127)
			next_state = CALLEE_SEND;
		else
			next_state = CALLER_SEND;
	end
	CALLEE_SEND:
	begin
		counter_enable = 0;
		if(endCallCallee | endCallCaller)
			next_state = COST;
		else if(sendCharCallee & charSent == 8'd127)
			next_state = CALLER_SEND;
		else
			next_state = CALLEE_SEND;
	end
	COST:
	begin
		counter_enable = 1;
		if(counter == 4)
		begin
			next_state = IDLE;
			counter_enable = 0;
		end
		else 
			next_state = COST;
	end
	default:
	begin
		counter_enable = 0;
		next_state = IDLE;
	end
	endcase
end
always @*
begin
	constant = 0;
	case(current_state)
	IDLE:
	begin
		statusMsg = "IDLE    ";
		msg_enabler = 0;
	end
	RINGING:
	begin
		statusMsg = "RINGING ";
				msg_enabler = 0;
	end
	REJECTED:
	begin
		statusMsg = "REJECTED";
		msg_enabler = 0;
	end
	CALLER_SEND:
	begin
		statusMsg = "CALLER  ";
		msg_enabler = 0;
		if(sendCharCaller)
		begin
			if((charSent >= 8'd48) & (charSent <= 8'd57))
				constant = 1;
			else if(((charSent >= 8'd32) & (charSent <= 8'd47)) | ((charSent >= 8'd58) & (charSent <= 8'd127)))
				constant = 2;
			else 
				constant = 0;
		end
		else
		begin
			constant = 0;
		end
	end
	CALLEE_SEND:
	begin
		statusMsg = "CALLEE  ";
		msg_enabler = 0;
		if(sendCharCallee)
		begin
			if((charSent >= 8'd48) & (charSent <= 8'd57))
				constant = 1;
			else if(((charSent >= 8'd32) & (charSent <= 8'd47)) | ((charSent >= 8'd58) & (charSent <= 8'd127)))
				constant = 2;
			else 
				constant = 0;
		end
		else
		begin
			constant = 0;
		end
	end
	COST:
	begin
		statusMsg = "COST    ";
		msg_enabler = 1;
	end
	default:
	begin
		statusMsg = "IDLE    ";
		msg_enabler = 0;
	end
	endcase
end
always @(posedge clk or posedge rst)
begin
	if(rst)
	begin
		cost <= 0;
		sentMsg <= 0;
	end
	else
	begin
			if(msg_enabler == 0) begin
				cost <= cost + constant;
				if(constant ==1 | constant == 2)
					sentMsg <= {sentMsg[56-1:0], charSent};
				else
					sentMsg <= sentMsg;
			end
			else
			begin
				if ((cost & 8'h0F) < 10)
					sentMsg[7:0]   <=(cost & 8'h0F) +48;
				else
					sentMsg[7:0]   <=((cost & 8'h0F)  - 10) +65;
				if (((cost >> 4)  & 8'h0F) < 10)
					sentMsg[15:8]   <=((cost >> 4) & 8'h0F) +48;
				else
					sentMsg[15:8]   <=(((cost >> 4) & 8'h0F)  - 10) +65;
				if (((cost >> 8)  & 8'h0F) < 10)
					sentMsg[23:16]   <=((cost >> 8) & 8'h0F) +48;
				else
					sentMsg[23:16]   <=(((cost >> 8) & 8'h0F)  - 10) +65;
				if (((cost >> 12)  & 8'h0F) < 10)
					sentMsg[31:24]   <=((cost >> 12) & 8'h0F) +48;
				else
					sentMsg[31:24]   <=(((cost >> 12) & 8'h0F)  - 10) +65;
				if (((cost >> 16)  & 8'h0F) < 10)
					sentMsg[39:32]   <=((cost >> 16) & 8'h0F) +48;
				else
					sentMsg[39:32]   <=(((cost >> 16) & 8'h0F)  - 10) +65;
				if (((cost >> 20)  & 8'h0F) < 10)
					sentMsg[47:40]   <=((cost >> 20) & 8'h0F) +48;
				else
					sentMsg[47:40]   <=(((cost >> 20) & 8'h0F)  - 10) +65;
				if (((cost >> 24)  & 8'h0F) < 10)
					sentMsg[55:48]   <=((cost >> 24) & 8'h0F) +48;
				else
					sentMsg[55:48]   <=(((cost >> 24) & 8'h0F)  - 10) +65;
				if (((cost >> 28)  & 8'h0F) < 10)
					sentMsg[63:56]   <=((cost >> 28) & 8'h0F) +48;
				else
					sentMsg[63:56]   <=(((cost >> 28) & 8'h0F)  - 10) +65;
			end
	end
end
endmodule
```
==> changes_impl.md <==
### Changed

* Yosys Chip Area at 6860 um2
* Internal power at 1.49 mW
* Largest driver fanout on the critical path at 62
* Leakage power of the design at 3.82 nW
* Setup TNS after final layout at 0 ns
* Total via count in the routed design at 5639
* Final Max-Slew Violation Tally at 0
* CTS Buffer Depth at 2
* CTS tree: built
* CTS Root Cell: sky130_fd_sc_hd__clkbuf_16
* CTS buffer count at 9
* Iteration-0 DRC count of the detailed router at 272
* First-pass GRT wire length at 29800 um
* PortBufs at 149
* Buffer and inverter count on the worst path at 2
* Area of the die at 23500 um2
* Status: finished clean
* Netlist Area Pre-Place at 6860 um2
* Worst relative slew slack at 42.2%
* Leading cell type in the layout, fill and taps excluded: sky130_fd_sc_hd__clkdlybuf4s50_1
* Number of remaining DRC errors at 0
* Post-DR wirelength/cell at 16.0 um
* Detailed-router iteration count before antenna repair at 4
* Reg power frac at 36.9%
* Worst Hold Slack at 0.504 ns
* Final count of negative-setup-slack endpoints at 0
* Number of instances in the synthesized netlist at 760
* Skew-Pair Late Insertion Delay at 0.35 ns
* Count of buffers added by post-CTS timing repair for setup at 0
* Commonest register cell after synthesis: sky130_fd_sc_hd__dfrtp_1
* Total Routing Usage GR at 16.2%
* Standard cell with the maximum stage delay on the critical path: sky130_fd_sc_hd__nor4b_4
* Critical Path RT at 9.14 ns
* Detailed placement HPWL at 12900 um
* Number of warnings in the stage logs at 49
* Number of core rows at 54
* Mean post-synth cell area at 9.03 um2
* Number of register pins that no clock reaches at 1
* Cell-by-cell listing of the critical path: clkdlybuf4s50_1 -> nand4bb_2 -> a211oi_4 -> buf_4 -> nand2_1 -> fa_1 -> nand3b_1 -> nor4b_4 -> nand4_1 -> xnor2_1
* Fraction of the core area covered by cells at the end of the flow at 38.9%
* Max IR drop VDD at 0.127 mV
* Cell class contributing the biggest share of worst-path delay: simple AND/OR/NAND/NOR gates
* Power Dens Cells at 254 nW/um2
* Startpoint of the tightest hold check path: counter[0]$_SDFF_PN0_
* Floorplan-stage core utilization at 31.1%
* Setup repair after global routing missed its margin: no
* Ports placed on the boundary at 176
* Data arrival, critical path at 5.32 ns
* Post-Route Skew at 0.00995 ns
* Synth Register Bits at 106
* Asr flop ratio synth at 93.4%
* Growth of design area from synthesis to finish at 25.3%
* Largest stage delay, worst path at 0.64 ns
* Final hold violation count at 0
* Part of the cycle the worst path needs at 57.2%
* Number of antenna violations at the first check in global routing at 0
* Crit end category: register
* CP startpoint kind: input pin
* Total antenna diodes in the routed design at 0
* DRT Wirelength at 18400 um
* Shortest period the worst path allows at 5.09 ns
* Timing-limited maximum frequency at 0.197 GHz
* Clock power frac at 20.2%
* Core box area at 22100 um2
* Vias per std cell at 4.91
* Final GP Congestion at 0.856
* Layout cells sized above 1 at 4.14%
* Most frequent logic cells in the routed design: 149 x sky130_fd_sc_hd__clkdlybuf4s50_1, 110 x sky130_fd_sc_hd__nand2_1, 99 x sky130_fd_sc_hd__dfrtp_1, 87 x sky130_fd_sc_hd__a21oi_1, 51 x sky130_fd_sc_hd__ha_1
* Post-DRT Antenna Nets at 0
* Number of standard cells reported by yosys at 760
* Global-route congestion overflow total at 0
* Setup slack of the worst register-to-register path at 5.10 ns
* Vias in the first global route at 5300
* Maximum number of pins on one net before global-route repair at 64
* Clock-pin slew of the registers on the worst-case setup and hold paths at 0.07 ns
* Critical path start-end classification: in -> reg
* Number of max-capacitance violations reported at 0
* Net switching power at 0.695 mW
* Yosys warning tally at 1
* # resized after CTS at 0
* Hold buffer count at CTS at 0
* Slew at the pin closest to its max-slew limit at 0.866 ns
* Count of endpoints without a timing constraint at 1
* Chip Height at 153 um
* Beginning of the worst register-to-register path: current_state[0]$_DFF_PP0_
* Die W at 153 um
* Flip-flops with a built-in enable at 0
* H-tree levels at 3
* Total power at 2.19 mW
* Number of filler instances in the final layout at 2174
* Sw frac at 31.8%
* Min-Delay Path Class: reg -> reg
* Share of total power in combinational logic at 42.9%
* Origin of the worst setup path: sendCharCallee
* Distinct cells, synth at 55
layer usage:
layer	vias to the layer above	wire (um)	global-route usage (%)
met5	-	0	0
li1	2766	-	-
met2	148	8390	25.5
met3	18	824	2.40
met1	2707	8860	24.5
met4	0	303	2.41
cell families after synthesis:
kind of cell | count (synthesis) | share of synthesized area (%)
simple gates | 224 | 16.5
compound gates | 185 | 16.7
buf+inv | 124 | 10.3
flops | 105 | 37.9
xor+xnor | 60 | 7.66
fa+ha+maj | 52 | 9.59
mux | 7 | 1.02
other cells | 2 | 0.109
latches | 1 | 0.219
per-stage QoR:
step	cell area [um2]	setup slack, ns	cells
after floorplan	6950	4.53	784
after global placement	8270	3.46	1133
after detailed placement	8270	3.43	1133
after CTS	8590	3.80	1149
after global routing	8590	3.54	1149
final	8590	3.81	1149
cells in the mapped netlist, types with 15 or more instances:
library cell              count  share of area, %
sky130_fd_sc_hd__a21oi_1     87               6.3
sky130_fd_sc_hd__a22oi_1     27               3.0
sky130_fd_sc_hd__a32oi_1     16               2.0
sky130_fd_sc_hd__and3_1      15               1.4
sky130_fd_sc_hd__buf_4       45               4.9
sky130_fd_sc_hd__dfrtp_1     99                36
sky130_fd_sc_hd__ha_1        51               9.3
sky130_fd_sc_hd__inv_1       39               2.1
sky130_fd_sc_hd__nand2_1    110               6.0
sky130_fd_sc_hd__nand3_1     25               1.8
sky130_fd_sc_hd__nor2_1      20               1.1
sky130_fd_sc_hd__o21ai_0     33               2.4
sky130_fd_sc_hd__xnor2_1     41               5.2
sky130_fd_sc_hd__xor2_1      19               2.4
power by group through the flow:
stage         logic, mW  clock network (mW)  registers, mW
global route       1.04               0.466          0.831
finish            0.939               0.441          0.806
CTS               0.952               0.451          0.809
state kept, by name, summed over array words and instances (netlist names):
name,flops
counter,6
cost,32
sentMsg,64
current_state,3
counter_enable,1
path summary, 6_finish.rpt:
| kind | endpoint | cells after the start |
|---|---|---|
| min in group asynchronous | sentMsg[59]$_DFFE_PP0P_ | 2 |
| max in group asynchronous | sentMsg[12]$_DFFE_PP0P_ | 3 |
| hold / removal | counter[0]$_SDFF_PN0_ | 1 |
| hold reg to reg | counter[0]$_SDFF_PN0_ | 1 |
| setup reg to reg | cost[22]$_DFFE_PP0N_ | 9 |
| setup / recovery | cost[22]$_DFFE_PP0N_ | 10 |
area by class of cell:
cell class / count / area, um2 / area share, %
inverter: 39 / 149 / 1.73
tap: 280 / 350 / 4.08
clock buffer: 12 / 246 / 2.87
clock inverter: 4 / 76.3 / 0.888
sequential: 106 / 2610 / 30.4
multi-input combinational: 554 / 3630 / 42.2
timing repair buffer: 154 / 1530 / 17.8
worst register-to-register path, delay by kind of cell, from the launching register on:
kind / cells / cell delay [ns]
simple gates: 5 / 1.71
buf+inv: 1 / 0.61
flops: 1 / 0.52
fa+ha+maj: 1 / 0.44
compound gates: 1 / 0.25
xor+xnor: 1 / 0.16
Power figures rest on the tool's default switching activity, not on a simulated workload.
